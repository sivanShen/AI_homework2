File: /design/flow/run.sh
#!/bin/bash
# OpenROAD 26Q1-2900-gdf79404cd8, Yosys 0.63+post, stock flow scripts
make -C /OpenROAD-flow-scripts/flow DESIGN_CONFIG=/design/flow/config.mk WORK_HOME=/design/flow/orfs finish
File: /design/flow/config.mk
export PLATFORM = sky130hd
export DESIGN_NAME = top_module
export DESIGN_NICKNAME = top_module
export VERILOG_FILES = /design/flow/design.v
export SDC_FILE = /design/flow/constraint.sdc
export NUM_CORES = 4
export LEC_CHECK = 1
export CORE_AREA = 10 10 86 86
export DIE_AREA = 0 0 96 96
File: /design/flow/constraint.sdc
current_design top_module

set clk_period 2.3
set clk_io_pct 0.2

create_clock -name clk0 -period $clk_period [get_ports {input_clk}]

set non_clock_inputs [all_inputs -no_clocks]
set_input_delay [expr $clk_period * $clk_io_pct] -clock clk0 $non_clock_inputs
set_output_delay [expr $clk_period * $clk_io_pct] -clock clk0 [all_outputs]
File: /design/flow/design.v
`timescale 1ns / 1ps
module PE_3input #(
    parameter weight_1 = 1,
    parameter weight_2 = 1,
    parameter weight_3 = 1,
    parameter DATA_IN_WIDTH = 4,
    parameter DATA_OUT_WIDTH = 4
    )(
    input reset,
    input [DATA_IN_WIDTH - 1:0] data_in_1,
    input [DATA_IN_WIDTH - 1:0] data_in_2,
    input [DATA_IN_WIDTH - 1:0] data_in_3,
    output reg [DATA_OUT_WIDTH - 1:0] result
    );
    reg [7:0] mul1,mul2,mul3;
    reg [8:0] add1;
    always @(*) begin
        if(reset) begin
            mul1 = 0;
            mul2 = 0;
            mul3 = 0;
            add1 = 0;
            result = 0;
        end
        else begin
            mul1 = weight_1 * data_in_1;
            mul2 = weight_2 * data_in_2;
            mul3 = weight_3 * data_in_3;
            add1 = mul1 + mul2;
            result = add1 + mul3;
        end
    end
endmodule
`timescale 1ns / 1ps
module PE_4input #(
    parameter weight_1 = 1,
    parameter weight_2 = 1,
    parameter weight_3 = 1,
    parameter weight_4 = 1,
    parameter DATA_IN_WIDTH = 4,
    parameter DATA_OUT_WIDTH = 4
    )(
    input reset,
    input [DATA_IN_WIDTH - 1:0] data_in_1,
    input [DATA_IN_WIDTH - 1:0] data_in_2,
    input [DATA_IN_WIDTH - 1:0] data_in_3,
    input [DATA_IN_WIDTH - 1:0] data_in_4,
    output reg [DATA_OUT_WIDTH - 1:0] result
    );
    reg [7:0] mul1,mul2,mul3,mul4;
    reg [8:0] add1,add2;
    always @(*) begin
        if(reset) begin
            mul1 = 0;
            mul2 = 0;
            mul3 = 0;
            mul4 = 0;
            add1 = 0;
            add2 = 0;
            result = 0;
        end
        else begin
            mul1 = weight_1 * data_in_1;
            mul2 = weight_2 * data_in_2;
            mul3 = weight_3 * data_in_3;
            mul4 = weight_4 * data_in_4;
            add1 = mul1 + mul2;
            add2 = mul3 + mul4;
            result = add1 + add2;
        end
    end
endmodule
`timescale 1ns / 1ps
module top_module(
    input input_clk,
    input input_rst,
    input [3:0] in1,
    input [3:0] in2,
    input [3:0] in3,
    input [3:0] in4,
    output reg [20:0] output_reg,
    output reg output_reg_done
    );
    reg [3:0] input_PE1;
    reg [3:0] input_PE2;
    reg [3:0] input_PE3;
    reg [3:0] input_PE4;
    wire [9:0] output_PE1;
    wire [9:0] output_PE2;
    wire [9:0] output_PE3;
    wire [15:0] output_PE4;
    wire [15:0] output_PE5;
    wire [15:0] output_PE6;
    wire [20:0] output_PE7;
    wire [20:0] output_PE8;
    wire [20:0] output_PE9;
    reg [1:0] cnt;
    always @(posedge input_clk) begin
        if(input_rst) begin
            input_PE1<=0;
            input_PE2<=0;
            input_PE3<=0;
            input_PE4<=0;
            cnt <= 0;
            output_reg_done <= 0;
        end
        else if(cnt == 0)begin
            input_PE1<=in1;input_PE2<=in2;input_PE3<=in3;input_PE4<=in4;
            cnt <= cnt + 1;
        end
        else if(cnt == 1)begin
            output_reg <= output_PE7;
            cnt <= cnt + 1;
        end
        else if(cnt == 2)begin
            output_reg <= output_PE8;
            cnt <= cnt + 1;
        end
        else if(cnt == 3)begin
            output_reg <= output_PE9;
            output_reg_done <= 1;
        end
    end
    PE_4input #(1,0,0,0,4,21) PE1 (input_rst,input_PE1,input_PE2,input_PE3,input_PE4, output_PE1);
    PE_4input #(0,1,0,0,4,21) PE2 (input_rst,input_PE1,input_PE2,input_PE3,input_PE4, output_PE2);
    PE_4input #(0,0,1,1,4,21) PE3 (input_rst,input_PE1,input_PE2,input_PE3,input_PE4, output_PE3);
    PE_3input #(1,0,0,21,21) PE4 (input_rst,output_PE1, output_PE2, output_PE3, output_PE4);
    PE_3input #(0,1,0,21,21) PE5 (input_rst,output_PE1, output_PE2, output_PE3, output_PE5);
    PE_3input #(0,0,1,21,21) PE6 (input_rst,output_PE1, output_PE2, output_PE3, output_PE6);
    PE_3input #(1,0,0,21,21) PE7 (input_rst,output_PE4, output_PE5, output_PE6, output_PE7);
    PE_3input #(0,1,0,21,21) PE8 (input_rst,output_PE4, output_PE5, output_PE6, output_PE8);
    PE_3input #(0,0,1,21,21) PE9 (input_rst,output_PE4, output_PE5, output_PE6, output_PE9);
endmodule
==> flow_metrics.tcl <==
# collected from the flow reports
set metrics [dict create \
    ir_drop_mv 0.225 \
    yosys.area_share.simple_pct 10.5 \
    post-route-util_pct 27.3 \
    fin_skew_ns 0.000885 \
    grt.total_usage_pct 4.97 \
    yosys-top-cells-area "dfxtp_1 31%, mux2i_1 16%, edfxtp_1 12%, buf_4 12%, ha_1 9.1%" \
    placementRows 27 \
    ctsHoldBuffers 0 \
    synthCells 120 \
    powerDensity_nw_per_um2 766 \
    startpoint_type "flip-flop" \
    hpwl_mm 1.94 \
    fp.dieW_um 96 \
    dr_total_vias 799 \
    xor_share_pct 1.42 \
    fin_tns_setup_ns 0 \
    status "finished, final reports clean" \
    post-route-min-period_ns 1.69 \
    cts_resized 0 \
    fin_crit_sh_pct 73.4 \
    clk_pin_slew_worst_paths_ns 0.08 \
    io_pins 40 \
    grt_antenna_before_repair 0 \
    grt_pass1_wl_mm 3.70 \
    pre_cts_ws_ns 0.610 \
    crit_end "input_PE4[3]" \
    top_area_cell "dfxtp_1" \
    synthAoiAreaFrac_pct 3.95 \
    grt-ovfl-total 0 \
    yosysChipArea_um2 1240 \
    clock_path_buffers 2 \
    cp-startpoint "cnt[0]" \
    avgSynthCellArea_um2 10.3 \
    slew_violations 0 \
    ys_cells 120 \
    crit_chain "inv_1, ha_1, buf_4, mux2i_1, nor2_1" \
    wire_per_inst_um 11.3 \
    fmax_mhz 592 \
    adder_share_pct 10.7 \
    ys_top_logic_family "multiplexers" \
    critical-path-slowest-cell "ha_1" \
    ys_sh_mux_pct 16.2 \
    yosysTopAreaCellShare_pct 30.8 \
    final.fill_count 608 \
    drc 0 \
    required_ns 2.45 \
    arrival_ns 1.84 \
    largest_reg_flops 5 \
    mappedNetlistArea_um2 1240 \
    p_leak_nw 0.672 \
    synth_flops 24 \
    rsz0062_at_grt "no" \
    viasPerCell 3.73 \
    yosys_warnings 31 \
    placed_cell_area_um2 1470 \
    hold_viol_final 0 \
    dieArea_um2 9220 \
    cts_buffers 3 \
    grt_max_degree 20 \
    ff2ff_path_depth 5 \
    die_h_um 96 \
    core_um2 5540 \
    postCtsSetupBuffers 0 \
    first_pass_iters 4 \
    crit_fanout 11 \
    hp-class "reg -> reg" \
    portBuffers 23 \
    fin_area_um2 1510 \
    cts-root-buf "clkbuf_8" \
    drt_iter0_markers 39 \
    warning_count 29 \
    critical_path.max_stage_delay_ns 0.57 \
    grt_pass1_vias 805 \
    drt.antenna.violating_nets 0 \
    setup-violations-final 0 \
    timing.rr.end "input_PE4[3]" \
    antenna_cells 0 \
    critPathKind "reg -> reg" \
    drv_cap 0 \
    gp_congestion 0.846 \
    slew-limit-headroom_pct 57.5 \
    drive_above_1_share_pct 4.93 \
    worstMarginPinSlew_ns 0.638 \
    rr_startpoint "cnt[0]" \
    htreeDepth 1 \
    cp-end-kind "flip-flop" \
    synth_cell_type_count 23 \
    syn_to_final_growth_pct 22.3 \
    wirelength_mm 2.41 \
    cts_tree "built" \
    postSynthSeqShare_pct 42.9 \
    fp_util_pct 22.3 \
    clock_latency_ns 0.26 \
    cts.sinks 24 \
    worst_slack_ns 0.611 \
    r2r_setup_slack_ns 0.61 \
]
worst min-delay path by stage:
| stage | from | slack, ns | cells past startpoint | to |
|---|---|---|---|---|
| global route | output_reg_done | 0.53 | 2 | output_reg_done |
| finish | output_reg_done | 0.47 | 2 | output_reg_done |
| CTS | output_reg_done | 0.49 | 2 | output_reg_done |
cell families after synthesis:
logic type                 count (synthesis)
and+or+nand+nor                           31
buffers and inverters                     25
DFF                                       24
muxes                                     20
adders and majority gates                 10
AOI/OAI and AO/OA                          7
xor gates and xnor gates                   2
other                                      1
report_power, final:
part | internal [mW] | total [mW] | switching, mW
sequential | 0.510 | 0.550 | 0.0405
clock | 0.123 | 0.243 | 0.120
combinational | 0.197 | 0.365 | 0.167
total | 0.830 | 1.16 | 0.328
critical path, delay by kind of cell (launching register included):
family / cells / cell delay (ns)
AND/OR/NAND/NOR: 1 / 0.05
flip-flops: 1 / 0.36
buffers and inverters: 2 / 0.39
adder cells (fa/ha/maj): 1 / 0.57
multiplexers: 1 / 0.22
Yosys cell counts:
library cell	count
a2111oi_2	1
a21o_2	1
a21oi_1	2
and3_1	1
buf_4	19
buf_6	1
clkbuf_1	2
conb_1	1
dfxtp_1	19
edfxtp_1	5
fa_1	1
ha_1	9
inv_1	3
mux2i_1	20
nand2_1	3
nand3_1	1
nor2_1	22
nor2b_1	1
nor3_1	1
nor3b_1	1
nor4_1	1
o21ai_0	3
xor2_1	2
cells in the final DEF (no fill, tap or decap):
| master | netlist | layout |
|---|---|---|
| clkdlybuf4s50_1 | 0 | 23 |
| nor2_1 | 22 | 22 |
| mux2i_1 | 20 | 20 |
| dfxtp_1 | 19 | 19 |
| conb_1 | 1 | 16 |
| ha_1 | 9 | 9 |
| edfxtp_1 | 5 | 5 |
| inv_1 | 3 | 3 |
| nand2_1 | 3 | 3 |
| o21ai_0 | 3 | 3 |
| clkbuf_8 | 0 | 3 |
| a21oi_1 | 2 | 2 |
| xor2_1 | 2 | 2 |
| buf_4 | 19 | 2 |
| nor2b_1 | 1 | 1 |
| nand3_1 | 1 | 1 |
| a2111oi_2 | 1 | 1 |
| nor3_1 | 1 | 1 |
| and3_1 | 1 | 1 |
| nor3b_1 | 1 | 1 |
| nor4_1 | 1 | 1 |
| a21o_2 | 1 | 1 |
| fa_1 | 1 | 1 |
| clkbuf_1 | 2 | 1 |
layer usage:
metal	GRT usage [%]	vias to the layer above	part of all wire, %
li1	-	411	-
met1	7.37	348	47
met2	7.17	36	42
met3	1.26	4	8.6
met4	0.983	0	2.0
met5	0	-	0
area by class of cell:
type	instances	area, um^2	area share (%)
multi-input combinational	86	589	39.0
clock buffer	4	45.0	2.98
tap	72	90.1	5.96
inverter	3	11.3	0.745
sequential	24	531	35.1
timing repair buffer	25	245	16.2
per-stage QoR:
stage,power [mW],hold slack (ns),std cells
final,1.16,0.474,214
after global routing,1.24,0.534,214
after CTS,1.18,0.485,214
after detailed placement,0.928,0.465,210
after global placement,0.926,0.462,210
after floorplan,0.840,0.416,135
Power figures rest on the tool's default switching activity, not on a simulated workload.
